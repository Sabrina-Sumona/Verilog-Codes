<file path="/design/flow/run.sh">
#!/bin/bash
# OpenROAD 26Q1-2900-gdf79404cd8, Yosys 0.63+post, stock flow scripts
make -C /OpenROAD-flow-scripts/flow DESIGN_CONFIG=/design/flow/config.mk WORK_HOME=/design/flow/orfs finish
</file>
<file path="/design/flow/config.mk">
export PLATFORM = sky130hd
export DESIGN_NAME = ram64
export DESIGN_NICKNAME = ram64
export VERILOG_FILES = /design/flow/design.v
export SDC_FILE = /design/flow/constraint.sdc
export NUM_CORES = 4
export LEC_CHECK = 1
export CORE_UTILIZATION = 50
</file>
<file path="/design/flow/constraint.sdc">
current_design ram64

set clk_period 5.1
set clk_io_pct 0.2

create_clock -name clk0 -period $clk_period

set non_clock_inputs [all_inputs -no_clocks]
set_input_delay [expr $clk_period * $clk_io_pct] -clock clk0 $non_clock_inputs
set_output_delay [expr $clk_period * $clk_io_pct] -clock clk0 [all_outputs]
</file>
<file path="/design/flow/design.v">
module ram64 (input cs, input [15:0] data_in, input wr, input rd, input [5:0] add, output[15:0] data_out);
reg [15:0] ram [15:0];
always @(*)
begin
if(cs==0 && wr)
ram[add] <= data_in;
end
assign data_out = rd ? ram[add] : 16'bzzzzzzzzzzzzzzzz;
endmodule
</file>
==> run_results.csv <==
group,metric,value,unit
grt,grt_pass1_vias,4542,
run_status,run_status,"finished, final reports clean",
timing,final.setup.tns,0,ns
grt,initial_antenna_violation_count,0,
setup_path,worst_setup_path_start_kind,"primary input",
die,core_util_floorplan,51.2,%
timing,post-route-min-period,4.58,ns
timing,rsz0062_at_grt,"no",
final_layout,regMostFlops,"ram",
setup_path,timing.critical_path.to_type,"primary output",
pwr,power.total,0.000452,W
die,fp.coreArea,12600,sq um
synth,yosysChipArea,6460,sq um
pwr,power.density_cell_area,64.9,nW/um^2
final_layout,largest_registers,"ram: 256 flops",
synth,synth_area_per_cell,9.82,sq um
timing,number_of_unconstrained_endpoints,256,
final_layout,fin_cells,838,
final_layout,area_growth,7.86,%
synth,yosys_cells,658,
synth,ys_ff,256,
timing,timing_max_transition_violations_final,0,
synth,synthArstFlopShare,0,%
cts,postCtsSetupBuffers,0,
routing,dr.first_iter.drc_count,233,
synth,yosys_warning_total,3,
synth,netlist-cell-type-count,44,
routing,route.antenna.diode_count,0,
timing,fmaxAchievable,0.218,GHz
setup_path,arrival,3.56,ns
timing,max_slew_margin,48.7,%
synth,flop_cell,"sky130_fd_sc_hd__dlxtn_1",
placement,place.port_buffers,38,
final_layout,post_route_cells_drive_above_1_share,6.61,%
job,tool_warnings,35,
grt,grt_first_pass_wirelength,26500,um
timing,hold_viol,0,
synth,edff_count_synth,0,
setup_path,crit_required,4.08,ns
setup_path,worst_path_max_delay_cell,"sky130_fd_sc_hd__clkdlybuf4s50_1",
pwr,max-vdd-ir-drop,0.0431,mV
routing,route.detailed.drc,0,
placement,dp.cells,838,
routing,dr_total_vias,4896,
timing,setup_viol,0,
die,dieArea,13400,sq um
synth,syn_inst,658,
setup_path,crit_fanout,29,
grt,global_route_overflow,0,
placement,dp.final_hpwl,11500,um
setup_path,timing.critical_path.slowest_cell_delay,0.53,ns
routing,drt_first_pass_iters,4,
pwr,leakage,3.06,nW
setup_path,worstPathCellList,"clkdlybuf4s50_1 -> buf_4 -> nor2b_1 -> buf_4 -> nand3_1 -> a31o_2 -> a31oi_1 -> clkdlybuf4s50_1",
routing,wl,17300,um
cts,postCtsHoldBufs,0,
cts,post_cts_resize_count,0,
setup_path,critical_path_class,"primary input to primary output",
die,fp.dieW,116,um
routing,via_per_inst,5.84,
die,die.size.y,116,um
die,design.portCount,41,
die,row_count,41,
placement,gpl.final_weighted_congestion,0.910,
final_layout,max_reg_flops,256,
timing,unclocked_pins,256,
final_layout,lay_top_cells,"256 x sky130_fd_sc_hd__dlxtn_1, 46 x sky130_fd_sc_hd__nand3b_1, 38 x sky130_fd_sc_hd__nand3_1, 36 x sky130_fd_sc_hd__a21oi_1, 35 x sky130_fd_sc_hd__clkdlybuf4s50_1",
job,cap_violations,0,
timing,finalClockPeriodUsage,89.9,%
synth,synth_area,6460,sq um
routing,count_of_antenna_violating_nets_left_after_detailed_routing,0,
min_path,worst_hold_path_type,"primary input to primary output",
grt,grt_max_degree,58,
routing,routedWlPerCell,20.6,um
timing,worst-slew-pin-transition,0.768,ns
final_layout,num-fill-cells,1123,
grt,all_layer_gr_usage,28.1,%
final_layout,lay_top_count,"sky130_fd_sc_hd__dlxtn_1",
## per-layer routing
layer / track usage, % / wire, um
met1: 43.4 / 7690
met2: 42.6 / 7770
met3: 7.67 / 1690
met4: 3.85 / 130
met5: 0 / 0
## cells in the mapped netlist (11+ instances only)
library cell               number  area, sq um
sky130_fd_sc_hd__or3b_2        15          131
sky130_fd_sc_hd__clkbuf_1      22         82.6
sky130_fd_sc_hd__buf_2         23          115
sky130_fd_sc_hd__o21ai_0       13         65.1
sky130_fd_sc_hd__a31oi_1       15         93.8
sky130_fd_sc_hd__nor2b_1       11         68.8
sky130_fd_sc_hd__a22o_1        19          166
sky130_fd_sc_hd__nand3b_1      46          345
sky130_fd_sc_hd__o22ai_1       14         87.6
sky130_fd_sc_hd__nand2_1       25         93.8
sky130_fd_sc_hd__dlxtn_1      256         3840
sky130_fd_sc_hd__mux2i_1       19          190
sky130_fd_sc_hd__nor2_1        16         60.1
sky130_fd_sc_hd__nand3_1       38          190
sky130_fd_sc_hd__a22oi_1       18          135
sky130_fd_sc_hd__a21oi_1       36          180
## report_power, final
group / total (W) / switching (W) / internal (W)
sequential: 0.000161 / 0.0000232 / 0.000138
combinational: 0.000292 / 0.000159 / 0.000132
clock: 0 / 0 / 0
## per-stage QoR
stage | setup WS [ns] | hold WS [ns] | instance area (sq um) | util [%]
3_3_place_gp | 0.523 | 3.09 | 6970 | 55.2
6_report | 0.517 | 3.09 | 6970 | 55.2
2_1_floorplan | 1.82 | 2.39 | 6460 | -
5_1_grt | 0.352 | 3.13 | 6970 | 55.2
3_5_place_dp | 0.506 | 3.08 | 6970 | 55.2
4_1_cts | 0.496 | 3.10 | 6970 | 55.2
## cell type report
class	count	area, sq um	share of cell area, %
inverters	3	11.3	0.162
well taps	172	215	3.09
multi-input cells	349	2370	34.0
flip-flops and latches	256	3840	55.2
repair buffers	58	528	7.58
## cell families after synthesis
family          after synthesis  synth area share [%]
buf+inv                      53                  3.82
latches                     256                  59.4
mux                          22                  3.47
simple gates                170                  15.7
compound gates              157                  17.5
## critical path, delay by kind of cell
family / cells / cell delay [ns]
simple gates: 2 / 0.43
buf+inv: 4 / 1.62
compound gates: 2 / 0.49
## final timing paths
kind | from | to | cells past startpoint
worst max-delay path | add[2] | data_out[14] | 8
worst min-delay path | add[3] | data_out[15] | 4
Power is estimated from default activity; no workload was simulated.
