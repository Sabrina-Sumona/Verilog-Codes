===== design/flow/constraint.sdc =====
current_design alu2

set clk_period 87.6
set clk_io_pct 0.2

create_clock -name clk0 -period $clk_period

set non_clock_inputs [all_inputs -no_clocks]
set_input_delay [expr $clk_period * $clk_io_pct] -clock clk0 $non_clock_inputs
set_output_delay [expr $clk_period * $clk_io_pct] -clock clk0 [all_outputs]

===== design/flow/config.mk =====
export PLATFORM = sky130hd
export DESIGN_NAME = alu2
export DESIGN_NICKNAME = alu2
export VERILOG_FILES = /design/flow/design.v
export SDC_FILE = /design/flow/constraint.sdc
export NUM_CORES = 4
export LEC_CHECK = 1
export CORE_UTILIZATION = 30

===== design/flow/design.v =====
module alu2(input[15:0] a, b, input[3:0] sel, output[15:0] out, output cout);
reg [15:0] alu_result;
wire [16:0] tmp;
assign out = alu_result;
assign tmp = {1'b0, a} + {1'b0, b};
assign cout = tmp[16];
always @(*)
begin
case (sel)
3'b0000: alu_result = a + b;
3'b0001: alu_result = a - b;
3'b0010: alu_result = a * b;
3'b0011: alu_result = a / b;
3'b0100: alu_result = a & b;
3'b0101: alu_result = a | b;
3'b0110: alu_result = ~(a & b);
3'b0111: alu_result = ~(a | b);
3'b1000: alu_result = ~a;
3'b1001: alu_result = ~b;
3'b1010: alu_result = b - a;
3'b1011: alu_result = b / a;
3'b1100: alu_result = (~a) & (~b);
3'b1101: alu_result = (~a) | (~b);
3'b1110: alu_result = a & (~b);
3'b1111: alu_result = (~a) & b;
default: alu_result = a % b;
endcase
end
endmodule

===== design/flow/run.sh =====
#!/bin/bash
# OpenROAD 26Q1-2900-gdf79404cd8, Yosys 0.63+post, stock flow scripts
make -C /OpenROAD-flow-scripts/flow DESIGN_CONFIG=/design/flow/config.mk WORK_HOME=/design/flow/orfs finish

==> run summary <==
run results: RSZ-0062 raised after global routing=no, Routed WL per cell=21.8 um, Tot GR Track Use=24.0%, Boundary Pins=53, routed vias=14,400, postcts setup bufs=0, path type of the worst min-delay path=primary input to output port, CP Data Required Time=70,080 ps, Arr. time, crit path=50,130 ps, chip area=47,200 um2, total of endpoints with negative setup slack in the final report=0, Sw Ratio=57.1%, Internal=106 uW, DR vias/cell=5.69, Chip Area, Yosys=13,900 um2, post-cts sizing count=0, final weighted congestion in routability-driven placement=1.06, maximum number of pins on one net before global-route repair=28, cell area power density=16.1 nW/um2, number of standard cells after synthesis=1,905, actual slew at the worst max-slew pin=1040 ps, Flop Count=0, GRT overflow=0, Chip Height=217 um, Setup CP Type=primary input to output port, min Tclk post-route=67,650 ps, die boundary width=217 um, Final Max Tran Viols=0, crit start category=primary input, number of buffers inserted by hold repair at cts=0, slowest stage cell on the critical path=a31oi_2, via count of the first global-routing pass=13,800, leak pwr=0.00691 uW, number of warning messages in the logs=53, number of max-cap violations=0, share of total power in the clock network=0%, FILL cells=4,756, DR DRC count=0, sequential area share after synthesis=0%, normalized max-slew margin=30.1%, post-route worst setup slack=19,950 ps, biggest fanout along the worst timing path=23, Final period util=77.2%, global-route wire length before repair=84,300 um, NetSw=140 uW, endpoints failing hold=0, post-synthesis cell count from yosys=1,905, share of final-layout standard cells stronger than drive strength 1=6.20%, portion of total power attributed to sequential cells=0%, average cell area after synthesis=7.30 um2, Achievable Freq=0.0148 GHz, DP Worst Slack=20,580 ps, input/output buffers=53, Core Rows=78, Cell Area, Synth=13,900 um2, Final TNS setup=0 ps, Logic pwr share=100.0%, initial antenna violation count=1, clock tree buffer count of the final layout=0, count of nets left with antenna violations after detail routing=0, dominant cell type by count on the critical path=ha_1, register area=0 um2, placed wire-length estimate=43,900 um, count of distinct cell types in the synthesized netlist=93, YS warnings=9, hold_ws=36,250 ps, Layout Area Growth over Synthesis=9.77%, Setup crit end kind=output port, run status=finished, final reports clean, Worst VDD drop=25.4 uV, effective utilization at floorplan=30.5%, Floorplan Core Area=45,600 um2, max incr delay on CP=900 ps, detailed router's first-iteration violation count=1,132, iteration tally of the first detailed-router pass=8, total inserted antenna cells=0, total routed wirelength=55,300 um
critical path: cells and delay by family:
family	cells	cell delay [ps]
compound gates	63	17970
mux	5	1310
simple gates	24	5560
buf+inv	10	2420
fa+ha+maj	15	5210
cell usage after synthesis (28+ instances only):
library cell / count / area, um2
o21ai_0: 95 / 475
clkbuf_1: 51 / 191
nand3_1: 28 / 140
nor2_1: 189 / 709
inv_1: 179 / 672
mux2i_1: 30 / 300
xnor2_1: 117 / 1020
ha_1: 236 / 2950
nand2_1: 176 / 661
o21a_1: 51 / 383
a21o_1: 45 / 338
a21oi_1: 107 / 536
nor3_1: 50 / 250
fa_1: 82 / 1640
xor2_1: 37 / 324
per-layer routing:
layer	track usage, %	vias up	share of wire, %
met4	6.15	2	2.9
met2	35.6	643	42
li1	-	6896	-
met1	35.3	6780	45
met3	5.30	103	9.5
met5	0	-	0.016
final timing paths:
check | start | to | slack, ps | cells past startpoint
worst max-delay path | b[12] | out[15] | 19950 | 117
worst min-delay path | sel[3] | out[0] | 36250 | 4
cells by family after synthesis:
kind of cell	Yosys count	share of synthesized area, %
buf+inv	258	7.20
fa+ha+maj	318	33.0
mux	46	3.45
xor+xnor	154	9.69
compound gates	539	26.8
simple gates	590	19.9
power groups by stage:
stage,sequential [uW],combinational (uW),clock [uW]
6_report,0,246,0
5_1_grt,0,275,0
4_1_cts,0,247,0
final cells by class:
| cell class | count | area, um2 | area share, % |
|---|---|---|---|
| inverter | 186 | 698 | 4.57 |
| multi-input combinational | 1647 | 12900 | 84.5 |
| tap | 600 | 751 | 4.91 |
| timing repair buffer | 104 | 913 | 5.98 |
stage by stage:
stage	power [uW]	cells	utilization, %	cell area [um2]
finish	246	2537	33.5	15300
global route	275	2537	33.5	15300
CTS	247	2537	33.5	15300
detailed placement	245	2537	33.5	15300
global placement	248	2537	33.5	15300
floorplan	175	1905	-	13900
cells in the final DEF, fill, tap and decap left out, types with 19 or more instances in the layout:
master,synthesis,final
xnor2_1,117,117
nor2_1,189,189
a21oi_1,107,107
mux2i_1,30,30
or3_1,22,22
inv_1,179,179
a211oi_1,19,19
o21ai_0,95,95
nor3_1,50,50
o21a_1,51,51
buf_4,1,51
a31oi_1,24,24
nand3_1,28,28
a21o_1,45,45
ha_1,236,236
nand2_1,176,176
clkdlybuf4s50_1,0,53
fa_1,82,82
xor2_1,37,37
Power figures rest on the tool's default switching activity, not on a simulated workload.
