File: config.mk
export PLATFORM = sky130hd
export DESIGN_NAME = ram
export DESIGN_NICKNAME = ram
export VERILOG_FILES = /design/flow/design.v
export SDC_FILE = /design/flow/constraint.sdc
export NUM_CORES = 4
export LEC_CHECK = 1
export CORE_UTILIZATION = 50
File: constraint.sdc
current_design ram

set clk_period 2.9
set clk_io_pct 0.2

create_clock -name clk0 -period $clk_period [get_ports {clk}]

set non_clock_inputs [all_inputs -no_clocks]
set_input_delay [expr $clk_period * $clk_io_pct] -clock clk0 $non_clock_inputs
set_output_delay [expr $clk_period * $clk_io_pct] -clock clk0 [all_outputs]
File: design.v
module ram(input clk, input [7:0] data_in, input wr, input rd, input [2:0] add, output[7:0] data_out);
reg [7:0] ram [7:0];
always @ (posedge clk)
begin
if (wr)
ram[add] <= data_in;
end
assign data_out = rd ? ram[add] : 8'bzzzzzzzzz;
endmodule
File: run.sh
#!/bin/bash
# OpenROAD 26Q1-2900-gdf79404cd8, Yosys 0.63+post, stock flow scripts
make -C /OpenROAD-flow-scripts/flow DESIGN_CONFIG=/design/flow/config.mk WORK_HOME=/design/flow/orfs finish
==> summary.txt <==
The flow run is done. The run finished with clean final reports. Global routing finished with a remaining overflow of 0. Looking at the critical path, the single cell with the biggest stage delay is sky130_fd_sc_hd__mux4_2. Across all layers, the routed design uses 1,252 vias. The script logs the ratio of routed vias to standard cells as around 5.3. Per the synthesis report, the dominant area consumer among library cells is sky130_fd_sc_hd__edfxtp_1. In the placement report, post-DP HPWL is listed as 2770 um. In the CTS report, the clock slew at the register clock pins of the worst setup and hold paths is listed as 0.06 ns.

For this sky-water flow run, the detailed-routed wirelength per cell is reported as about 18 um. Per the CTS log, the buffer count on the longest clock path is 2. The chip area line in the Yosys stat output reads ~2600 um2. Once the clock tree was built, the resizer swapped 6 gates to a different size. Yosys shows that the main logic family after synthesis is multiplexers.

The main area contributors are sky130_fd_sc_hd__edfxtp_1 75%, sky130_fd_sc_hd__mux4_2 7.1%, sky130_fd_sc_hd__mux4_1 4.1%. Synthesis produced a netlist whose cell count is between 100 and 150. Post-layout minimum cycle time landed at between 2 and 3 ns. The register with the most flip-flops in the final layout is ram. Multiplexer share of the synthesized area landed at 16.8%. For this run, the number of standard cells in the final layout without fillers is roughly 240. The number of antenna violations at the first check in global routing is 0. Total antenna diodes in the routed design landed at 0. Transition time of the tightest slew-check pin landed at approximately 0.34 ns.

Global-route usage over all layers landed at 20.4%. Number of distinct library cell variants in the gate-level netlist after synthesis landed at 27. Chip area landed at 5400 um2.

Final tally of setup violations landed at 0. The type recorded for the worst min-delay path is input port to flop. The synthesized netlist devotes 0% of its cell area to adder and majority cells.

STA classifies the critical path startpoint as an input port. Signal arrival time at the worst endpoint landed at ~2.3 ns. Setup repair after global routing left no endpoint under its margin. Per the synth log, the flip-flop and latch total comes to between 60 and 70. Number of buffers and inverters on the critical path landed at 3. The final power report lists total power as a little under 2 mW. Per the summary, power density relative to cell area is roughly 620 nW/um2. The DRC violation total left in the routed layout is recorded as 0. Total leakage power landed at 1.12 nW. Final hold slack landed at roughly 0.99 ns. The critical path starts at add[0]. Largest fanout on the critical path landed at 6. Die outline width landed at 73.5 um. Initial standard-cell utilization of the core landed at ~53%. Setup TNS landed at 0 ns. The total area inside the core boundary comes to 4820 um2. Highest cell delay on the worst timing path landed at 0.50 ns. Count of yosys warnings during synthesis landed at 2. The register with the most flip-flops in the layout has between 60 and 70 of them. Design area landed at ~3200 um2. Upper clock frequency limit landed at roughly 350 MHz.

Entering global routing, the biggest net connects 15 pins. Sum of routed wire length over all layers landed at 4260 um. Per the final layout report, the fraction of cells sized above drive strength 1 comes to about 29%. Area share of the leading cell type in the synthesized netlist landed at 75.2%. The worst setup path is captured at an output pin. Yosys stat cell total landed at around 120. In this run, the synthesized area fraction spent on and/or/nand/nor cells is recorded as ~3.5%.

After layout, the worst path uses between 90% and 100% of the clock period. Before CTS, the worst setup slack after placement is -0.210 ns. The tree is rooted in a sky130_fd_sc_hd__clkbuf_8.

OpenSTA lists the critical path endpoint as data_out[7]. Per the synthesis report, the AND-OR/OR-AND share of the synthesized area is 2.20%. Mapped cell area landed at roughly 2600 um2.

Per the detailed placement report, the placed cell area equals 2950 um2. Worst max-slew margin expressed relative to the limit landed at between 70 and 80%. TritonCTS reports the number of clock sinks as approximately 64.

Area overhead of the layout relative to synthesis landed at 25.2%. Global-route wire length before repair landed at 6780 um. Sequential cell area fraction in the yosys report landed at about 75%. The number of setup buffers added after CTS is 0.

Floorplan row count landed at 25. Chip height landed at roughly 73 um. The iteration count recorded for the first detailed-route pass is 4. Number of clock buffers inserted by TritonCTS landed at 9. The worst setup path is of the input port to output pin kind. End-of-flow core utilization landed at between 60% and 70%. VDD sags by at most between 600 and 700 uV. Per the log, the first TritonRoute iteration ended with a DRC count of 34. Listed in order, past its start point the critical path passes clkdlybuf4s15_2 -> bufbuf_16 -> mux4_2 -> mux2_4 -> clkdlybuf4s50_1. Remaining number of nets flagged by the antenna check after routing landed at 0. The floorplan report gives the top-level pin count as 22. Number of buffers added on ports landed at 20. Data required time at the worst endpoint landed at 2.32 ns.

Parity-gate share of the synthesized area counting xor and xnor cells landed at 0%. Number of failing hold endpoints at the final stage landed at 0. Grouping stages by cell kind, the critical path spends the most delay in buffers and inverters. The largest registers in the layout are ram: 64 flops. The final max-slew violation count recorded for this run is 0. The worst path meets setup with approximately 0.063 ns of slack. Number of levels the H-tree was split into landed at 3. OpenROAD emitted warnings numbering 26. Number of global-route vias before repair landed at approximately 1,300. Max-capacitance violation count landed at 0. Total placed cells including tap cells landed at 220.

Walking the critical path from launch to capture passes 5 cell instances. TritonCTS built the clock tree. The report gives the cell count of the worst hold path as 1. RePlAce ended its routability-driven mode at a weighted congestion of 0.821. Mean cell area of the mapped netlist landed at ~21 um2. Hold-fix buffer count after cts landed at 0.
synthesized netlist by cell type:
library cell and count:
sky130_fd_sc_hd__o211ai_1 1, sky130_fd_sc_hd__mux2_4 6, sky130_fd_sc_hd__a211o_1 1, sky130_fd_sc_hd__a311oi_1 1, sky130_fd_sc_hd__nand2_1 4, sky130_fd_sc_hd__o211a_1 1
sky130_fd_sc_hd__buf_2 3, sky130_fd_sc_hd__nand3b_1 1, sky130_fd_sc_hd__inv_1 1, sky130_fd_sc_hd__buf_1 1, sky130_fd_sc_hd__nand2b_1 2, sky130_fd_sc_hd__nor2_1 7
sky130_fd_sc_hd__mux2_2 2, sky130_fd_sc_hd__mux4_2 8, sky130_fd_sc_hd__nand3_1 2, sky130_fd_sc_hd__mux2i_1 2, sky130_fd_sc_hd__buf_6 1, sky130_fd_sc_hd__buf_12 1
sky130_fd_sc_hd__and3b_1 1, sky130_fd_sc_hd__clkbuf_1 1, sky130_fd_sc_hd__edfxtp_1 64, sky130_fd_sc_hd__mux2_1 1, sky130_fd_sc_hd__nor3_1 2, sky130_fd_sc_hd__a22oi_1 1
sky130_fd_sc_hd__mux4_1 4, sky130_fd_sc_hd__a21oi_1 1, sky130_fd_sc_hd__o221ai_1 1
cells in the final DEF, fill, tap and decap left out, types with 2 or more instances in the layout:
| cell | n |
|---|---|
| sky130_fd_sc_hd__edfxtp_1 | 64 |
| sky130_fd_sc_hd__clkdlybuf4s50_1 | 18 |
| sky130_fd_sc_hd__buf_4 | 16 |
| sky130_fd_sc_hd__clkbuf_8 | 9 |
| sky130_fd_sc_hd__mux4_2 | 8 |
| sky130_fd_sc_hd__nor2_1 | 7 |
| sky130_fd_sc_hd__mux2_4 | 6 |
| sky130_fd_sc_hd__nand2_1 | 4 |
| sky130_fd_sc_hd__mux4_1 | 4 |
| sky130_fd_sc_hd__clkinv_1 | 3 |
| sky130_fd_sc_hd__mux2i_1 | 2 |
| sky130_fd_sc_hd__mux2_2 | 2 |
| sky130_fd_sc_hd__nand3_1 | 2 |
| sky130_fd_sc_hd__nand2b_1 | 2 |
| sky130_fd_sc_hd__nor3_1 | 2 |
| sky130_fd_sc_hd__clkbuf_1 | 2 |
| sky130_fd_sc_hd__bufinv_16 | 2 |
| sky130_fd_sc_hd__buf_12 | 2 |
logic make-up after synthesis:
group                  count (synthesis)
AND-OR/OR-AND                          7
buffers and inverters                  8
flip-flops                            64
multiplexers                          23
AND/OR/NAND/NOR                       19
final cells by class:
class	instances	area, um2
clock buffers	11	131
clock inverters	5	71.3
fillers	339	1620
inverters	1	3.75
multi-input cells	49	582
flip-flops and latches	64	1920
well taps	67	83.8
repair buffers	40	404
worst min-delay path by stage:
stage | start | end | slack (ns)
after CTS | data_in[4] | ram[2][4]$_DFFE_PP_ | 0.97
after global routing | data_in[3] | ram[0][3]$_DFFE_PP_ | 0.99
final | data_in[5] | ram[6][5]$_DFFE_PP_ | 0.99
power breakdown:
part | total [mW] | switching, mW | internal, mW
sequential | 1.06 | 0.00570 | 1.05
clock | 0.757 | 0.282 | 0.475
combinational | 0.157 | 0.0607 | 0.0960
routing by layer:
metal | up-vias | part of all wire (%) | global-route usage, %
met3 | 4 | 10 | 10.4
met5 | - | 0 | 0
met4 | 0 | 0.82 | 2.14
met1 | 608 | 38 | 28.7
met2 | 51 | 51 | 32.6
li1 | 589 | - | -
No activity file was given, so power comes from the tool's default toggle rates.
